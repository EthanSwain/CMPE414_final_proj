### /design/flow/design.v
`timescale 1ns / 1ps
module chi_squared #(parameter DoF = 5, POPSIZE = 100)(
    input logic clk,
    input logic rst,
    input logic [$clog2(POPSIZE)+7:0]O_in,
    input logic data_rdy,
    input logic calc_done,
    output logic rd_rqst,
    output logic [31:0]chi_out,
    output logic data_vld
);
logic [$clog2(POPSIZE)+7:0] O_in_q;
logic [$clog2(POPSIZE)+7:0] O_in_d;
logic rd_rqst_d;
logic rd_rqst_q;
logic [2*$clog2(POPSIZE)+7:0] chi_out_d;
logic [2*$clog2(POPSIZE)+7:0] chi_out_q;
logic [7:0] counter_d;
logic [7:0] counter_q;
logic [7:0] sum_counter_d;
logic [7:0] sum_counter_q;
logic [2*$clog2(POPSIZE)+7:0] tmp_sum_d;
logic [2*$clog2(POPSIZE)+7:0] tmp_sum_q;
logic [$clog2(POPSIZE)+7:0] E_d;
logic [$clog2(POPSIZE)+7:0] E_q;
logic data_vld_q;
logic data_vld_d;
logic [15:0] k_values[0:5];
assign O_in_d = O_in;
assign chi_out = chi_out_q;
assign chi_out = chi_out_q;
assign data_vld = data_vld_q;
assign rd_rqst = rd_rqst_q;
enum{idle_state, run_state,calc_state} curr_state, next_state;
always_ff@(posedge clk or posedge rst)begin
    if(rst)begin
        chi_out_q <='b0;
        curr_state = idle_state;
        O_in_q <='b0;
        counter_q <= 'b0;
        sum_counter_q <= 'b0;
        tmp_sum_q <= 'b0;
        E_q <= 'b0;
        data_vld_q <= 'b0;
        rd_rqst_q <= 'b0;
        k_values[0] <= 'h004B;
        k_values[1] <= 'h0057;
        k_values[2] <= 'h007C;
        k_values[3] <= 'h0072;
        k_values[4] <= 'h008A;
        k_values[5] <= 'h0072;
    end else begin
        rd_rqst_q <= rd_rqst_d;
        curr_state = next_state;
        chi_out_q <= chi_out_d;
        E_q <= E_d;
        O_in_q <= O_in_d;
        counter_q <= counter_d;
        sum_counter_q <=sum_counter_d;
        tmp_sum_q <= tmp_sum_d;
        data_vld_q <= data_vld_d;
    end
 end
 always_comb begin
    next_state = curr_state;
    chi_out_d = chi_out_q;
    E_d = E_q;
    counter_d = counter_q;
    sum_counter_d =sum_counter_q;
    tmp_sum_d = tmp_sum_q;
    data_vld_d = 'b0;
    rd_rqst_d = 'b0;
    case(curr_state)
        idle_state: begin
            if(calc_done)begin
                next_state = run_state;
                data_vld_d = 0;
                tmp_sum_d = 'b0;
                rd_rqst_d = 'b1;
            end
        end
        run_state: begin
            if(sum_counter_q > DoF) begin
                sum_counter_d = 'b0;
                data_vld_d = 'b1;
                next_state = idle_state;
            end else if(data_rdy) begin
                E_d = k_values[sum_counter_q] * POPSIZE;
                sum_counter_d = sum_counter_q +1;
                next_state = calc_state;
            end
        end
        calc_state: begin
             if(counter_q == 'd3) begin
                    if(E_q > O_in_q) begin
                        tmp_sum_d = E_q - O_in_q;
                    end else begin
                        tmp_sum_d = (O_in_q - E_q);
                    end
                    counter_d = counter_q +1;
             end else if(counter_q == 'd5) begin
                 tmp_sum_d = tmp_sum_q * tmp_sum_q;
                 counter_d = counter_q +1;
             end else if(counter_q == 'd6) begin
                 tmp_sum_d = tmp_sum_q / E_q;
                 counter_d = counter_q +1;
             end else if(counter_q == 'd7) begin
                 counter_d = counter_q +1;
                 counter_d = 'b0;
                 next_state = run_state;
                 chi_out_d = chi_out_q + tmp_sum_q;
                 rd_rqst_d = 'b1;
             end else begin
                counter_d = counter_q +1;
             end
        end
        default: begin
            next_state = idle_state;
        end
    endcase
 end
endmodule
### /design/flow/run.sh
#!/bin/bash
# OpenROAD 26Q1-2900-gdf79404cd8, Yosys 0.63+post, stock flow scripts
make -C /OpenROAD-flow-scripts/flow DESIGN_CONFIG=/design/flow/config.mk WORK_HOME=/design/flow/orfs finish
### /design/flow/config.mk
export PLATFORM = sky130hd
export DESIGN_NAME = chi_squared
export DESIGN_NICKNAME = chi_squared
export VERILOG_FILES = /design/flow/design.v
export SDC_FILE = /design/flow/constraint.sdc
export NUM_CORES = 4
export LEC_CHECK = 1
export CORE_UTILIZATION = 50
### /design/flow/constraint.sdc
current_design chi_squared

set clk_period 57.1
set clk_io_pct 0.2

create_clock -name clk0 -period $clk_period [get_ports {clk}]

set non_clock_inputs [all_inputs -no_clocks]
set_input_delay [expr $clk_period * $clk_io_pct] -clock clk0 $non_clock_inputs
set_output_delay [expr $clk_period * $clk_io_pct] -clock clk0 [all_outputs]
==> impl_metrics.ini <==
; flow metrics
[run_status]
status = finished, final reports clean

[sta]
rsz0062_at_grt = no
hold_violations = 0
slew_headroom_pct = 36.7
setup_viol = 0
tightestPinTransition_ns = 0.941
fin_crit_sh_pct = 76.7
fin_setup_tns_ns = 0
layout_setup_ws_ns = 13.33
fin_skew_ns = 0.0122
holdWs_ns = 0.494
min_period_ns = 43.77
drv_slew = 0
clock.fmax_mhz = 22.8

[clocking]
cts.reportedPaths.clkPinSlew_ns = 0.08
cts_resized = 0
cts_setup_buffers = 0
clock_path_buffers = 2
h-tree-depth = 3
clock-sinks = 93
clkLatencyLatePin_ns = 0.37
cts-buffers-inserted = 9
cts_tree = done
root_buffer = clkbuf_16
cts_hold_buffers = 0

[placed_design]
dpl.hpwl_um = 49300
io_buffers = 42
place_area_um2 = 22500
place_inst = 3139
pre_cts_ws_ns = 13.71
place_congestion = 1.03

[flow_run]
warnings = 48
drv_cap = 0

[drt]
num_vias = 18200
drt_first_pass_iters = 5
drt_iter0_markers = 995
drt-total-wl_um = 62400
drc = 0
wl_per_cell_um = 19.8
vias_per_cell = 5.77
antenna_cells = 0
drtAntennaViolNets = 0

[logic_synthesis]
syn_area_per_cell_um2 = 8.25
ys_async_sr_fraction_pct = 100
aoi_share_pct = 19.3
ys_types = 100
ys_warn_count = 2
yosys-stat-cells = 2590
flop_cell = dfrtp_1
synth_area_um2 = 21400
adder_share_pct = 34.3
area_leaders = ha_1, fa_1, dfrtp_1
yosysChipArea_um2 = 21400
top_cell_area_share_pct = 19.7
top_cells_by_count = ha_1, inv_1, nand2_1, nor2_1, fa_1
enable_flop_cells = 0
ys.flops = 93
ys_seq_share_pct = 10.9
synthCells = 2590
muxShareOfSynthArea_pct = 5.43
top_logic_kind = adder cells
synthSimpleGateAreaFrac_pct = 17.1
ys_sh_xor_pct = 5.66
yosys.area.top_type = ha_1
yosysMostFrequentCell = ha_1

[setup_path]
critPathTopFamily = AND-OR/OR-AND gates
cp.required_ns = 57.33
arrival_ns = 44.00
critPathKind = flop to flop
crit_path_max_incr_delay_ns = 0.63
slowest_stage = a22o_1
end_kind = flop
startpoint_type = flop
cp_max_fo = 22
cp_num_buf_inv = 10
crit_top_cell = o21a_1

[layout]
syn_to_final_growth_pct = 6.72
instances_no_fill = 3155
drive_gt1_share_pct = 7.42
final_util_pct = 54.2
stdcell_area_um2 = 22800

[global_routing]
grt_start_max_net_pins = 58
grt_pass1_wl_um = 98800
overflow = 0
antenna_found_initial = 2
first_global_vias = 17500
grtUsageTotal_pct = 30.6

[hold_path]
worst_hold_path_type = flop to flop

[floorplanning]
die_width_um = 209
die_y_um = 209
coreArea_um2 = 42000
die_area_um2 = 43600
rows = 75
num_io_pins = 53
initCoreUtil_pct = 50.8
layer usage:
| metal | vias to the layer above | track usage [%] | share of wire, % |
|---|---|---|---|
| li1 | 9069 | - | - |
| met1 | 8482 | 46.0 | 46 |
| met2 | 565 | 44.7 | 43 |
| met3 | 88 | 9.35 | 8.5 |
| met4 | 4 | 6.19 | 2.7 |
| met5 | - | 0 | 0.043 |
worst reg2reg max path: cells and delay by family, from the launching register on:
| family | cells | cell delay, ns |
|---|---|---|
| AND-OR/OR-AND | 109 | 25.05 |
| flip-flops | 1 | 0.48 |
| multiplexers | 6 | 2.00 |
| AND/OR/NAND/NOR | 42 | 8.33 |
| buffers and inverters | 10 | 1.81 |
| adder cells (fa/ha/maj) | 20 | 5.95 |
worst paths after layout:
kind / from / depth (start not counted) / to / slack (ns)
setup / recovery: E_q[2] / 187 / tmp_sum_q[0] / 13.33
hold / removal: chi_out_q[21] / 1 / chi_out_q[21] / 0.49
setup reg to reg: E_q[2] / 187 / tmp_sum_q[0] / 13.33
hold reg to reg: chi_out_q[21] / 1 / chi_out_q[21] / 0.49
max in group asynchronous: rst / 3 / sum_counter_q[2] / 44.52
min in group asynchronous: rst / 2 / chi_out_q[16] / 11.45
cells in the final DEF (no fill, tap or decap), types with 46 or more instances in the layout:
| cell | instances |
|---|---|
| o21ai_0 | 130 |
| and2_1 | 52 |
| o21a_1 | 73 |
| xnor2_1 | 92 |
| xor2_1 | 46 |
| a21oi_1 | 141 |
| nor2_1 | 188 |
| nand2_1 | 206 |
| mux2_2 | 68 |
| fa_1 | 155 |
| ha_1 | 337 |
| nor3_1 | 83 |
| buf_4 | 47 |
| inv_1 | 306 |
| dfrtp_1 | 92 |
cell families (layout without fill, tap and decap cells):
family,Yosys count,in the layout
other,2,12
buffers and inverters,399,415
AND-OR/OR-AND,617,617
adder cells (fa/ha/maj),492,492
multiplexers,104,104
flip-flops,93,93
AND/OR/NAND/NOR,745,745
XOR/XNOR,138,138
cell type report:
class	count	area, µm²
Fill cell	3841	19200
Multi-Input combinational cell	2108	17500
Sequential cell	93	2330
Inverter	310	1170
Timing Repair Buffer	89	773
Tap cell	539	674
Clock buffer	10	239
Clock inverter	6	103
state kept, by name (all words and copies together), names as in the netlist:
register	cells
rd_rqst_q	1
data_vld_q	1
counter_q	8
E_q	13
chi_out_q	22
curr_state	3
sum_counter_q	8
O_in_q	15
tmp_sum_q	22
