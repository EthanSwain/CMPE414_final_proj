`flow/design.v`:
```
module MADcalc #(parameter scale_factor = 'h017C, POPSIZE =100,DATA_WIDTH = 8)(
    input logic clk,
    input logic rst,
    input logic[DATA_WIDTH -1:0] data_in,
    input logic data_rdy,
    input logic new_data,
    output logic data_vld,
    output logic rd_rqst,
    output logic [15:0]local_median,
    output logic [15:0]MAD,
    output logic [$clog2(POPSIZE)-1:0]addr_out,
    output logic [$clog2(POPSIZE)-1:0] counttillmean
);
logic [DATA_WIDTH-1:0]data_intr;
logic [15:0]local_median_d;
logic [15:0]local_median_q;
logic [15:0]MAD_d;
logic [15:0]MAD_q;
logic data_vld_calc;
logic data_vld_d;
logic data_vld_q;
logic [DATA_WIDTH-1:0]median;
logic curr_op_d;
logic curr_op_q;
logic [$clog2(POPSIZE)-1:0]addr_out_d;
logic [$clog2(POPSIZE)-1:0]addr_out_q;
logic rd_rqst_d;
logic rd_rqst_q;
logic [$clog2(POPSIZE)-1:0] counttillmean_d;
logic [$clog2(POPSIZE)-1:0] counttillmean_q;
assign data_vld = data_vld_q;
assign MAD = MAD_q;
assign local_median = local_median_q;
assign addr_out = addr_out_q;
assign rd_rqst = rd_rqst_q;
assign counttillmean = counttillmean_q;
enum {idle_state,calc_median_state,calc_dev_state,calc_MAD_state} curr_state, next_state;
   median_calc #(
       .POPSIZE(POPSIZE),
       .DATA_WIDTH(DATA_WIDTH)
    )
    median_calc(
        .clk(clk),
        .rst(rst),
        .data_in(data_intr),
        .data_rdy(data_rdy),
        .median(median),
        .data_vld(data_vld_calc)
    );
always_ff@(negedge clk or posedge rst) begin 
    if(rst)begin
        curr_state <= idle_state;
        local_median_q <='b0;
        MAD_q <= 'b0;
        curr_op_q <='b1;
        addr_out_q <= 'b0;
        data_vld_q <='b0;
        rd_rqst_q <='b0;
        counttillmean_q <='b0;
    end else begin
        curr_state <= next_state;
        local_median_q <= local_median_d;
        MAD_q <= MAD_d;
        curr_op_q <= curr_op_d;
        addr_out_q <=addr_out_d;
        data_vld_q <= data_vld_d;
        rd_rqst_q <= rd_rqst_d;
        counttillmean_q <= counttillmean_d;
    end
end
always_comb begin
    local_median_d = local_median_q;
    MAD_d = MAD_q;
    curr_op_d = curr_op_q;
    addr_out_d = addr_out_q;
    data_vld_d = data_vld_q;
    rd_rqst_d = rd_rqst_q;
    next_state = curr_state;
    rd_rqst_d = 'b0;
    data_intr = 'b0;
    counttillmean_d = counttillmean_q;
    case(curr_state)
        idle_state: begin
            data_vld_d = 'b0;
            if(new_data)begin
                next_state = calc_median_state;
                addr_out_d = 'b0;
                counttillmean_d = 'b0;
            end
        end
        calc_median_state: begin
            data_intr = data_in;
            if(addr_out_q != POPSIZE) begin
                addr_out_d = addr_out_q +1;
                rd_rqst_d = 'b1;
            end else if(addr_out_q == POPSIZE) begin
                if(data_vld_calc)begin
                    addr_out_d = 'b0;
                    next_state = calc_dev_state;
                    local_median_d[15:8] = median;
                end
            end
        end
        calc_dev_state: begin 
            if(data_in >= local_median_q[15:8]) begin
                data_intr = data_in - local_median_q[15:8];
            end else begin
                data_intr = local_median_q[15:8] - data_in;
            end
            if(data_in < local_median_q[15:8]) begin
                counttillmean_d = counttillmean_q +1;
            end
            if(addr_out_q != POPSIZE) begin
                addr_out_d = addr_out_q +1;
                rd_rqst_d = 'b1;
            end else if(addr_out_q == POPSIZE ) begin
                if(data_vld_calc)begin
                    addr_out_d = 'b0;
                    next_state = calc_MAD_state;
                    MAD_d[7:0] = median;
                end
            end
        end
        calc_MAD_state: begin
            MAD_d = MAD_q * scale_factor;
            data_vld_d = 'b1;
            next_state = idle_state;
        end
    endcase
end
endmodule
module median_calc #(parameter POPSIZE = 100,DATA_WIDTH = 8)(
    input logic clk,
    input logic rst,
    input logic [DATA_WIDTH-1:0] data_in,
    input logic data_rdy,
    output [DATA_WIDTH-1:0] median,
    output data_vld
);
logic [DATA_WIDTH-1:0] data_out_array[POPSIZE:0];
logic GT_array[POPSIZE:0];
logic [$clog2(POPSIZE):0] counter_d;
logic [$clog2(POPSIZE):0] counter_q;
logic [DATA_WIDTH-1:0] median_d;
logic [DATA_WIDTH-1:0] median_q;
logic data_vld_q;
logic data_vld_d;
logic reg_rst;
logic [DATA_WIDTH-1:0] data_in_d;
logic [DATA_WIDTH-1:0] data_in_q;
logic data_rdy_d;
logic data_rdy_q;
logic reg_rst_d;
logic reg_rst_q;
assign reg_rst = reg_rst_q;
assign data_rdy_d = data_rdy;
assign data_in_d = data_in;
assign GT_array[POPSIZE] = 0;
assign data_vld = data_vld_q;
assign median = median_q;
genvar i;
generate
  for (i = 0; i < POPSIZE; i++) begin : instance_gen
    if (i == 0) begin
      sort_reg #(
        .DATA_WIDTH(DATA_WIDTH)
      ) instance_0 (
        .clk(clk),
        .rst(rst || reg_rst),
        .GT_in(1'b0),
        .data_in(data_in),
        .prev_data('b0),
        .data_out(data_out_array[0]),
        .GT(GT_array[0]),
        .data_rdy(data_rdy)
      );
    end else begin
      sort_reg #(
        .DATA_WIDTH(DATA_WIDTH)
      ) instance_i (
        .clk(clk),
        .rst(rst || reg_rst),
        .GT_in(GT_array[i-1]),  
        .data_in(data_in),
        .prev_data(data_out_array[i-1]),  
        .data_out(data_out_array[i]),
        .GT(GT_array[i]),
        .data_rdy(data_rdy)
      );
    end
  end
endgenerate
always_ff@(negedge clk or posedge rst)begin
    if(rst)begin
        counter_q <= 'b0;
        median_q <= 'b0;
        data_vld_q <= 'b0;
        data_in_q <= 'b0;
        data_rdy_q <='b0;
        reg_rst_q <= 'b0;
    end else begin
        data_in_q <=data_in_d;
        data_rdy_q <=data_rdy_d;
        counter_q <= counter_d;
        median_q <= median_d;
        data_vld_q <= data_vld_d;
        reg_rst_q <= reg_rst_d;
    end
end
always_comb begin
    reg_rst_d = 'b0;
        data_vld_d = 'b0;
        counter_d = counter_q;
        median_d = median_q;
        if (counter_q == POPSIZE) begin
            median_d = (POPSIZE % 2 == 0) ? data_out_array[POPSIZE/2 - 1] : data_out_array[POPSIZE/2];
            reg_rst_d = 'b1;
            data_vld_d = 'b1;
            counter_d = 'b0;
        end else if(counter_q == 0) begin
            reg_rst_d ='b0;
        end
        if (data_rdy) begin
            counter_d = counter_q + 1;
        end
    end
endmodule
module sort_reg #(parameter DATA_WIDTH =8)(
    input logic clk,
    input logic rst,
    input logic GT_in,
    input logic [DATA_WIDTH-1:0] data_in,
    input logic [DATA_WIDTH-1:0] prev_data,
    input logic data_rdy,
    output logic [DATA_WIDTH-1:0] data_out,
    output logic GT
);
logic [DATA_WIDTH-1:0] data_out_d;
logic [DATA_WIDTH-1:0] data_out_q;
assign GT = (data_in >data_out_q);
assign data_out = data_out_q;
always_ff@(negedge clk or posedge rst)begin
    if(rst)begin
        data_out_q <= 'b0;
    end else begin
        data_out_q <= data_out_d;
    end
end
always_comb begin
    if(data_rdy) begin
        if(GT && GT_in)begin
            data_out_d = prev_data;
        end else if(GT && !GT_in) begin
            data_out_d = data_in;
        end else begin
            data_out_d = data_out_q;
        end
    end else begin
        data_out_d = data_out_q;
    end
end
endmodule
```
`flow/run.sh`:
```
#!/bin/bash
# OpenROAD 26Q1-2900-gdf79404cd8, Yosys 0.63+post, stock flow scripts
make -C /OpenROAD-flow-scripts/flow DESIGN_CONFIG=/design/flow/config.mk WORK_HOME=/design/flow/orfs finish
```
`flow/config.mk`:
```
export PLATFORM = sky130hd
export DESIGN_NAME = MADcalc
export DESIGN_NICKNAME = MADcalc
export VERILOG_FILES = /design/flow/design.v
export SDC_FILE = /design/flow/constraint.sdc
export NUM_CORES = 4
export LEC_CHECK = 1
export CORE_UTILIZATION = 50
```
`flow/constraint.sdc`:
```
current_design MADcalc

set clk_period 8.2
set clk_io_pct 0.2

create_clock -name clk0 -period $clk_period [get_ports {clk}]

set non_clock_inputs [all_inputs -no_clocks]
set_input_delay [expr $clk_period * $clk_io_pct] -clock clk0 $non_clock_inputs
set_output_delay [expr $clk_period * $clk_io_pct] -clock clk0 [all_outputs]
```
==> changes_impl.md <==
## Implementation

* Status: complete, but fails checks
* Failing checks: negative setup slack
* Kind of critical path: in2reg
* Critical R2R Launch: MAD_q[4]
* Placer Congestion at 0.890
* Clock root buffer master: clkbuf_16
* Sequential share of power at 24.9%
* Clock-pin slew on the worst setup and hold paths at 0.04 ns
* 1st-iter DRT viols at 1511
* Final hold viol count at 0
* Post-route ant nets at 0
* Average wire per standard cell at 19.4 um
* Main synth FF type: dfrtn_1
* Main logic family: adder cells
* I/O pins at 60
* Vias at 29100
* Net Sw Power at 0.00607 W
* Initial DRT Pass Iterations at 5
* Clock share of power at 17.9%
* Post-detail-place hpwl at 59100 um
* First-pass GRT wire length at 147000 um
* Highest ir drop seen on vdd at 0.214 mV
* Worst Path Arrival at 5.47 ns
* Yosys warns at 6
* Pwr dens at 312 nW/um^2
* Hold_buf cts at 0
* Post-synth EDFFs at 0
* Drc violations at 0
* CP Cell Sequence: buf_12 -> inv_12 -> ha_4 -> inv_2 -> fa_2 -> nand3_4 -> a31oi_4 -> nor2_4 -> buf_12 -> mux2_4 -> o31a_1 -> o31a_1 -> inv_4 -> buf_12 -> buf_12 -> buf_4 -> ha_4 -> a21o_1 -> a211o_1 -> nand2_2 -> nor2_4 -> a221o_1
* Area leader, netlist: dfrtn_1
* Clock Latency Late Sink at 0.64 ns
* Max cap viols at 0
* Main area contributors: dfrtn_1, ha_1, mux2i_1
* Top cells excl fill/tap: dfrtn_1, inv_1, nand2_1
* H-Tree Depth at 2
* Sw frac at 40.3%
* Cell Count, Final, Fillers Out at 5124
* Vias/cell at 5.68
* Slowest stage cell, crit path: fa_2
* Internal at 0.00898 W
* Clk buf depth at 3
* Synth unique cells at 70
* Die width at 259 um
* Dpl cells at 4769
* Num rows at 94
* Critical path endpoint category: flop
* Critical path peak fanout at 8
* Cell Area, Synth at 33100 sq um
* Core Util at FP at 50.5%
* Critical Path Most Common Cell: buf_12
* Ao+oa area frac at 16.4%
* Largest net degree at the start of global routing at 77
* And+or+nand+nor area frac at 12.0%
* Critical Path Start: data_in[0]
* Die Ht at 259 um
* Total Power at 0.0151 W
* # clock sinks at 461
* # diodes at 0
* Routed WL at 99600 um
* Worst Hold Class: reg2reg
* Tool Warnings at 39
* Worst Path Required at 4.55 ns
* Vias in the first global route at 28100
* XOR-XNOR Cells, Area Fraction at 0.766%
* RSZ-0062 raised after global routing: yes
* Fin. max-slew vios at 0
* CTS tree: done
* Worst stage delay on the critical path at 0.36 ns
* Yosys chip area at 33100 sq um
* Register-to-register setup slack at 3.64 ns
* Worst Path Buf+Inv at 8
* Leakage power at 22.3 nW
* Terminus of the critical flop-to-flop path: MAD_q[15]
* Grt total ovfl at 0
* # setup viols final at 400
* Hold depth at 2
* CP Launch Type: input port
* Setup WS post-layout at -0.921 ns
* Worst Skew at 0.0489 ns
* Logic pwr share at 57.2%
* Critical Path Stages at 22
* Worst-Margin Slew at 0.805 ns
* Number of fill cells in the layout at 4025
* Most common logic cell in the routed design: dfrtn_1
* Synthesized area per cell at 9.18 sq um
* Reg2reg path depth at 13
* Chip footprint at 67300 sq um
* Core area at 65600 sq um
* Delay-heaviest family, CP: AND-OR/OR-AND gates
* Share of layout cells above drive strength 1 at 33.9%
* Synth flops at 461
* Gr usage total at 27.8%
* Synth async-reset ratio at 100%
* Reg area at 11500 sq um
* Top cell area share at 34.7%
* Cts bufs inserted at 57
* Adder share at 19.0%
* Initial antenna violation count at 0
* Logic area at 24800 sq um
* Relative slew slack at 46.3%
* Seq share, synth at 34.8%
* P&R area growth vs syn at 45.4%
* Buffers added on ports at 51
* # Cells Yosys at 3610
* Mux area share at 10.4%
* Total negative setup slack at -314.49 ns
* Mapped Cells at 3610
## power by group through the flow
stage | registers (W) | logic (W) | clock network, W
4_1_cts | 0.00369 | 0.00694 | 0.00274
5_1_grt | 0.00383 | 0.00941 | 0.00283
6_report | 0.00374 | 0.00862 | 0.00269
## kinds of logic after synthesis
group                      Yosys count
AOI/OAI and AO/OA                  877
and+or+nand+nor                    864
buffers and inverters              556
adders and majority gates          481
DFF                                461
muxes                              341
xor gates and xnor gates            29
other                                1
## worst min path at each step
stage / startpoint / end / slack (ns)
after CTS: median_calc.counter_q[7] / median_calc.counter_q[7] / 0.43
after global routing: flop / flop / 0.45
final: flop / flop / 0.42
## synth_stat cells (25+ instances only)
| library cell | number |
|---|---|
| o221ai_1 | 37 |
| nor2_1 | 71 |
| o21ai_1 | 326 |
| a21o_1 | 86 |
| nand2_1 | 446 |
| nand3_1 | 116 |
| a21oi_1 | 139 |
| nand4_1 | 47 |
| mux2_2 | 30 |
| fa_1 | 36 |
| o21a_1 | 105 |
| nor2b_1 | 63 |
| inv_1 | 427 |
| ha_1 | 445 |
| dfrtn_1 | 460 |
| and3_1 | 25 |
| clkbuf_1 | 87 |
| o21ai_0 | 76 |
| a221o_1 | 36 |
| mux2i_1 | 307 |
## flip-flops by register name, summed over array words and instances (netlist names), 4 cells and up
register                                                flops
local_median_q                                              8
curr_state                                                  4
counttillmean_q                                             7
addr_out_q                                                  7
median_calc.instance_gen.genblk1.instance_0.data_out_q      8
median_calc.instance_gen.genblk1.instance_i.data_out_q    392
median_calc.counter_q                                       8
MAD_q                                                      16
median_calc.median_q                                        8
## per-stage QoR
stage	hold slack (ns)	utilization, %	setup WS, ns	instance area (sq um)
2_1_floorplan	0.387	-	-5.35	34600
3_3_place_gp	0.419	59.1	-2.01	38800
3_5_place_dp	0.434	59.1	-2.09	38800
4_1_cts	0.430	65.4	-0.835	42900
5_1_grt	0.450	73.4	-1.09	48200
6_report	0.424	73.4	-0.921	48200
## layout make-up
class                           count  share of cell area [%]
Multi-Input combinational cell   2609                    51.4
Sequential cell                   461                    23.9
Timing Repair Buffer              658                    14.8
Clock buffer                       75                    3.46
Inverter                          430                    3.45
Tap cell                          864                    2.24
Clock inverter                     27                   0.693
## worst register-to-register path, delay by kind of cell (launching register included)
family	cells	cell delay, ns
adder cells (fa/ha/maj)	5	2.28
AND-OR/OR-AND	4	0.79
XOR/XNOR	1	0.17
buffers and inverters	2	0.22
flip-flops	1	0.57
AND/OR/NAND/NOR	1	0.37
## metal layers
layer	part of all wire, %	global-route usage (%)	up-vias
met5	0	0	-
met3	5.9	6.46	190
met4	3.1	6.21	0
met2	46	43.6	666
met1	45	40.6	14300
li1	-	-	14000
## repair_timing
action | CTS | global route
hold endpoints to repair | 0 | 0
setup buffers | 74 | 155
gates cloned | 15 | 28
endpoints found under the setup margin | 400 | 407
pin swaps | 125 | 300
gates resized | 287 | 705
Power figures rest on the tool's default switching activity, not on a simulated workload.
